`flow/design.v`:
```
module cache_fsm    #(
parameter BLOCKSIZE_W = 5  
)(
    input clk,
    input rst,
    input hit,
    input wr_rd_cpu_q,
    input cs_sampled_dly,
  	input dirty_input,  
    output reg dirty,
    output reg valid,
    output reg mux_sel,
    output reg demux_sel,
    output reg rdy,
    output reg wen_sram,
    output reg wr_rd_sdram,  
    output reg [BLOCKSIZE_W-1:0] addr_offset_counter,  
    output reg sticky_reg_count,  
    output reg memstrb,
	 output reg [2:0] current_state
);
    localparam [2:0]  
        IDLE = 3'b000,
        WRITE_HIT = 3'b001, 			 
        READ_HIT = 3'b010, 				 
        MISS = 3'b011, 					 
        KEEP_COHERANCY_DIRTY = 3'b100,	 
        WR_MISS = 3'b101, 				 
        RD_MISS = 3'b110, 				 
        RST_STATE = 3'b111;			     
    reg [2:0] next_state, previous_state, previous_state_q;  
    reg start_counting;
    reg start_counting_next;
    reg [BLOCKSIZE_W-1:0] addr_offset_counter_q, addr_offset_counter_qq;  
    reg [BLOCKSIZE_W-1:0] addr_offset_counter_qqq, addr_offset_counter_qqqq;  
    reg memstrb_q, memstrb_qq;  
    always @(posedge clk or posedge rst) begin
        if (rst) begin
            current_state <= RST_STATE;
            previous_state <= RST_STATE;
            previous_state_q <= RST_STATE;
            start_counting <= 0;
        end else begin
            current_state <= next_state;
            previous_state <= current_state;  
            start_counting <= start_counting_next;
            previous_state_q <= previous_state;
        end
    end
    always @(posedge clk or posedge rst) begin
        sticky_reg_count <= sticky_reg_count | start_counting;  
        addr_offset_counter_q <= addr_offset_counter;
        addr_offset_counter_qq <= addr_offset_counter_q;
        addr_offset_counter_qqq <= addr_offset_counter_qq;
        addr_offset_counter_qqqq <= addr_offset_counter_qqq;
        memstrb_q <= memstrb;
        memstrb_qq <= memstrb_q;
        if (rst) begin
            addr_offset_counter_q <= {BLOCKSIZE_W{1'b0}};
            addr_offset_counter_qq <= {BLOCKSIZE_W{1'b0}};  
            addr_offset_counter_qqq <= {BLOCKSIZE_W{1'b0}};
            addr_offset_counter_qqqq <= {BLOCKSIZE_W{1'b0}};
            addr_offset_counter <= {BLOCKSIZE_W{1'b0}};  
            sticky_reg_count <= 0;
            memstrb <= 0;
            memstrb_q <= 0;
            memstrb_qq <= 0;
        end else if (sticky_reg_count == 1'b1) begin
            if (addr_offset_counter < {BLOCKSIZE_W{1'b1}} && memstrb) begin
                addr_offset_counter <= addr_offset_counter + 1;
                memstrb <= 0;
            end else if ((addr_offset_counter < {BLOCKSIZE_W{1'b1}} && !memstrb) || addr_offset_counter == {BLOCKSIZE_W{1'b1}} & !memstrb) begin
                memstrb <= 1; 
            end else begin
                addr_offset_counter <= {BLOCKSIZE_W{1'b0}};  
                sticky_reg_count <= 0;
                memstrb <= 0;  
            end
        end
    end
    always @(*) begin
        start_counting_next = 0;  
        dirty = 0;
        valid = 0;
        mux_sel = 0;
        demux_sel = 0;
        rdy = 0;
        wen_sram = 0;
        wr_rd_sdram = 0;
        case (current_state)
            IDLE: begin  
                if (hit && wr_rd_cpu_q && cs_sampled_dly) begin
                    next_state = WRITE_HIT;
                end else if (hit && !wr_rd_cpu_q && cs_sampled_dly) begin
                    next_state = READ_HIT;
                end else if (!hit && cs_sampled_dly) begin
                    next_state = MISS;
                end else begin
                    next_state = IDLE;
                    if (previous_state != IDLE) begin  
                        rdy = 1;  
                    end else begin
                        rdy = 0;  
                    end
                end
            end
            WRITE_HIT: begin  
              	rdy = 0;
                dirty = 1;
                mux_sel = 0;
                wen_sram = 1;
                wr_rd_sdram = 0;
                next_state = IDLE;
            end
            READ_HIT: begin 	 
              	rdy = 0;
                mux_sel = 0;
                demux_sel = 1;  
                wen_sram = 0;
                wr_rd_sdram = 0;
                next_state = IDLE;
            end
            MISS: begin			 
              	rdy = 0;
                valid = 0;
              if ((!dirty_input || previous_state == KEEP_COHERANCY_DIRTY)&& wr_rd_cpu_q) 
                    next_state = WR_MISS; 
              else if ((!dirty_input || previous_state == KEEP_COHERANCY_DIRTY) && !wr_rd_cpu_q)
                    next_state = RD_MISS;
                else
                    next_state = KEEP_COHERANCY_DIRTY;
            end
            KEEP_COHERANCY_DIRTY: begin 	 
                wr_rd_sdram = 1;  
                demux_sel = 0;
                wen_sram = 0;
                if (addr_offset_counter_qq == {BLOCKSIZE_W{1'b1}}) begin
                    wr_rd_sdram = 0;  
                    dirty = 0;
                    valid = 1;  
                    next_state = MISS;
                end else begin
                  if (previous_state != KEEP_COHERANCY_DIRTY) begin  
                    start_counting_next = 1;
                    wr_rd_sdram = 1;  
                  end
                    next_state = KEEP_COHERANCY_DIRTY;
                end
            end
            WR_MISS: begin			 
                demux_sel = 1;  
                if (addr_offset_counter_qq == {BLOCKSIZE_W{1'b1}}) begin
                    valid = 1;
                    mux_sel = 0;
                    next_state = WRITE_HIT;
                end else begin
                  if (previous_state != WR_MISS) begin  
                    start_counting_next = 1;
                  end else if (previous_state!= MISS)begin
                    wen_sram = memstrb_qq;
                  end
                    mux_sel = 1;
                    next_state = WR_MISS;
                end
            end
            RD_MISS: begin			 
                demux_sel = 1;  
                if (addr_offset_counter_qq == {BLOCKSIZE_W{1'b1}}) begin
                    valid = 1;
                  	mux_sel = 0;
                    next_state = READ_HIT;
                end else begin
                  if (previous_state != RD_MISS) begin  
                    start_counting_next = 1;
                  end else if (previous_state!= MISS)begin
                    wen_sram = memstrb_qq;
                  end
                  	mux_sel = 1;
                    next_state = RD_MISS;
                end
            end
            RST_STATE: begin  
                next_state = IDLE;
            end  
            default: next_state = IDLE;
        endcase
    end
endmodule
```
`flow/run.sh`:
```
#!/bin/bash
# OpenROAD 26Q1-2900-gdf79404cd8, Yosys 0.63+post, stock flow scripts
make -C /OpenROAD-flow-scripts/flow DESIGN_CONFIG=/design/flow/config.mk WORK_HOME=/design/flow/orfs finish
```
`flow/config.mk`:
```
export PLATFORM = sky130hd
export DESIGN_NAME = cache_fsm
export DESIGN_NICKNAME = cache_fsm
export VERILOG_FILES = /design/flow/design.v
export SDC_FILE = /design/flow/constraint.sdc
export NUM_CORES = 4
export LEC_CHECK = 1
export CORE_AREA = 10 10 91 91
export DIE_AREA = 0 0 101 101
```
`flow/constraint.sdc`:
```
current_design cache_fsm

set clk_period 2.8
set clk_io_pct 0.2

create_clock -name clk0 -period $clk_period [get_ports {clk}]

set non_clock_inputs [all_inputs -no_clocks]
set_input_delay [expr $clk_period * $clk_io_pct] -clock clk0 $non_clock_inputs
set_output_delay [expr $clk_period * $clk_io_pct] -clock clk0 [all_outputs]
```
==> impl.org <==
* Implementation run

** GRT
- Entering global routing, the biggest net connects 24 pins.
- The via count of the first global-routing pass was 896.
- Global-route wire length before repair :: 4460 microns
- GRT Resource Usage Total :: 5.14%
- The initial antenna violation count was 0.
- Global route overflow :: 0

** CTS
- Largest buffer count on any clock path :: 2
- The number of clock sinks came to 26.
- CTS placed an instance of sky130_fd_sc_hd__clkbuf_8 at the clock tree root.
- Number of buffers inserted for hold repair after clock tree synthesis :: 0
- Clock-pin slew was measured on the worst setup and hold paths at 80 ps.
- CTS added clock buffers totalling 3.
- Clock tree from TritonCTS :: done
- Insertion delay to the later sink of the worst-skew pair :: 260 ps
- Looking at the clock tree report, the H-tree level count equals 1.

** Power
- VDD sags by at most 0.497 mV.
- Cell internal power was estimated by the tool at 0.000982 W.
- The report lists the power per cell area as 962 nW/um^2.
- The clock network accounts for 13.9% of the total power.
- The analysis attributes to net switching a power of 0.000485 W.
- LEAKAGE :: 0.610 nW
- Switching power as a fraction of the total was reported as 33.1%.
- Gate power share :: 34.4%
- Registers are responsible for 51.7% of the overall power.

** Finish
- Once layout is complete, the utilization of the core stands at 24.0%.
- The final layout report lists a filler cell count of 659.
- Area growth from synthesis to final layout :: 29.3%
- Share of cells above drive strength 1 :: 13.7%

** Detailed routing
- Across all layers, the routed design uses 847 vias.
- Once detail routing completed, the nets flagged for antenna violations numbered 0.
- Number of vias per cell :: 4.21
- Wire per inst :: 12.1 microns
- The number of antenna diodes in the final layout is 0.
- Total routed wirelength :: 2440 microns
- Number of iterations in the first detailed-routing pass :: 3
- Once iteration 0 of detailed routing completed, the report listed 24 DRC markers.
- Per the detail_route report, DRC violations left total 0.

** Timing
- The flow reports an fmax of 371 MHz.
- After routing, the total negative slack on setup checks comes to 0 ps.
- Count of endpoints failing setup in the final report :: 0
- In the finished design, the share of the clock period the worst path needs comes to 96.3%.
- Worst Tran Pin Value :: 799 ps
- Shortest period the worst path allows :: 2700 ps
- Count of final max-slew check failures :: 0
- Final Hold Violating Endpoints :: 0
- Unrepaired setup endpoints after global routing :: false
- Worst-case hold slack :: 357 ps
- Remaining max-slew budget at the tightest pin :: 46.7%
- Skew final :: 3.64 ps

** Critical path
- Largest driver fanout on the critical path :: 15
- Data required time of the critical path :: 2240 ps
- STA classifies the critical path endpoint as an output port.
- Type of origin of the critical path :: flop
- In the setup report, the worst path falls into the class flop to output port.
- Per STA, the worst path is made up of nand2b_4, o32a_1, o32ai_2, clkdlybuf4s50_1.
- Per STA, the highest per-stage delay on the worst path measures 720 ps.
- For this design, the slowest cell found on the critical path is sky130_fd_sc_hd__dfstp_4.
- Crit path arrival time :: 2140 ps

** Logic synthesis
- Number of cells in Yosys stat :: 100
- Once synthesis finished, the tally of register bits stood at 26.
- YS chip area :: 1180 sq um
- Distinct lib cells used :: 43
- Sequential-to-total area share from yosys stat :: 55.8%
- Syn. warnings :: 1
- The top cell type by area accounts for 42.4% of the synthesized area.
- Biggest area cells :: sky130_fd_sc_hd__dfrtp_1, sky130_fd_sc_hd__dfstp_2, sky130_fd_sc_hd__nand2_1, sky130_fd_sc_hd__o311ai_0, sky130_fd_sc_hd__a21oi_1
- Number of enable flip-flop cells :: 0
- Post-synth ARST share :: 100%
- The largest total area in the synthesized netlist belongs to sky130_fd_sc_hd__dfrtp_1.
- Summing every instance area after synthesis gives 1180 sq um.
- After synthesis, the mean cell area works out to 11.8 sq um.
- Post-synthesis instance total :: 100
- Per the synth stats, the flop cell with the highest instance count is sky130_fd_sc_hd__dfrtp_1.

** Floorplan
- Total core area :: 6350 sq um
- FP Core Util :: 18.6%
- Area of the chip :: 10200 sq um
- The floorplan report gives the top-level pin count as 23.
- From bottom edge to top edge, the die measures 101 microns.
- Number of rows created at floorplan :: 29
- Die Wd :: 101 microns

** Job
- Per the run summary, max-cap violations total 0.
- OpenROAD emitted warnings numbering 25.

** Placed design
- Routability-driven placement finished with a final weighted congestion of 0.848.
- Input and output buffers added on the ports amount to 22.
- Detailed-placement wirelength estimate :: 1750 microns

** Run status
- Outcome :: finished, final reports clean

** Min path
- Class of the worst hold path :: flop to flop
## what timing repair did
action,in CTS,in global routing
gates resized,0,1
setup endpoints to repair,0,1
setup buffers,0,0
## cells in the mapped netlist, types with 2 or more instances
| cell type | number |
|---|---|
| sky130_fd_sc_hd__o22ai_1 | 3 |
| sky130_fd_sc_hd__ha_1 | 2 |
| sky130_fd_sc_hd__and3_1 | 2 |
| sky130_fd_sc_hd__dfrtp_1 | 20 |
| sky130_fd_sc_hd__nor3_1 | 2 |
| sky130_fd_sc_hd__o21ai_0 | 5 |
| sky130_fd_sc_hd__nand2_1 | 8 |
| sky130_fd_sc_hd__buf_6 | 2 |
| sky130_fd_sc_hd__a21o_1 | 2 |
| sky130_fd_sc_hd__nand2b_1 | 3 |
| sky130_fd_sc_hd__inv_1 | 5 |
| sky130_fd_sc_hd__nor3b_1 | 2 |
| sky130_fd_sc_hd__a21oi_1 | 5 |
| sky130_fd_sc_hd__nor2_1 | 3 |
| sky130_fd_sc_hd__o311ai_0 | 3 |
| sky130_fd_sc_hd__dfstp_2 | 6 |
## power by group through the flow
stage         clock network, W  logic (W)  registers, W
CTS                   0.000213   0.000515      0.000756
global route          0.000231   0.000580      0.000801
finish                0.000203   0.000505      0.000758
## cell usage in the layout (no fill, tap or decap), types with 2 or more instances in the layout
| cell | n |
|---|---|
| sky130_fd_sc_hd__clkdlybuf4s50_1 | 22 |
| sky130_fd_sc_hd__dfrtp_1 | 20 |
| sky130_fd_sc_hd__nand2_1 | 8 |
| sky130_fd_sc_hd__inv_1 | 5 |
| sky130_fd_sc_hd__a21oi_1 | 5 |
| sky130_fd_sc_hd__o21ai_0 | 5 |
| sky130_fd_sc_hd__dfstp_2 | 5 |
| sky130_fd_sc_hd__nand2b_1 | 3 |
| sky130_fd_sc_hd__o22ai_1 | 3 |
| sky130_fd_sc_hd__nor2_1 | 3 |
| sky130_fd_sc_hd__o311ai_0 | 3 |
| sky130_fd_sc_hd__clkbuf_8 | 3 |
| sky130_fd_sc_hd__a21o_1 | 2 |
| sky130_fd_sc_hd__nor3b_1 | 2 |
| sky130_fd_sc_hd__and3_1 | 2 |
| sky130_fd_sc_hd__nor3_1 | 2 |
| sky130_fd_sc_hd__ha_1 | 2 |
## area by class of cell
type,instances,area [sq um],area share [%]
well taps,77,96.3,6.32
multi-input cells,66,475,31.2
inverters,5,18.8,1.23
repair buffers,23,228,14.9
flip-flops and latches,26,662,43.4
clock buffers,4,45.0,2.95
## registers in the layout, summed over array words and instances (netlist names)
signal and flops:
addr_offset_counter 5, addr_offset_counter_q 5, addr_offset_counter_qq 5, current_state 3, previous_state 3, memstrb 1
memstrb_q 1, memstrb_qq 1, start_counting 1, sticky_reg_count 1
## worst paths after layout
path | to | depth (start not counted) | startpoint | slack, ps
max in group asynchronous | previous_state[1] | 3 | rst | 1390
worst max register to register | addr_offset_counter[2] | 5 | addr_offset_counter[0] | 1000
min in group asynchronous | memstrb_q | 2 | rst | 750
worst min register to register | addr_offset_counter_qq[1] | 0 | addr_offset_counter_q[1] | 360
worst max-delay path | wen_sram | 4 | current_state[0] | 100
worst min-delay path | addr_offset_counter_qq[1] | 0 | addr_offset_counter_q[1] | 360
## cell families after synthesis
family                     Yosys count  synth area share [%]
muxes                                1                 0.848
buffers and inverters                8                  3.92
and+or+nand+nor                     34                  19.4
DFF                                 26                  55.8
adders and majority gates            2                  2.12
AOI/OAI and AO/OA                   29                  17.9
## worst max-delay path, delay by kind of cell, from the launching register on
family,cells,cell delay (ps)
flops,1,720
compound gates,2,550
buf+inv,1,510
simple gates,1,90
## layer usage
metal / vias to the layer above / part of all wire (%) / routed length [microns] / track usage [%]
li1: 421 / - / - / -
met1: 403 / 51 / 1250 / 7.97
met2: 21 / 39 / 950 / 6.58
met3: 2 / 9.5 / 232 / 2.49
met4: 0 / 0.16 / 4 / 0.107
met5: - / 0 / 0 / 0
## per-stage QoR
step	power, W	std cells	setup WS (ps)	instance area [sq um]
after floorplan	0.000998	100	1090	1180
after global placement	0.00127	197	379	1480
after detailed placement	0.00127	197	342	1480
after CTS	0.00148	201	48.7	1520
after global routing	0.00161	201	17.0	1530
final	0.00147	201	103	1530
Power and IR drop assume default switching activity.
