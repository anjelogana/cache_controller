==> flow/design.v <==
module cache_sram # (
parameter ADDR_WIDTH = 8,
parameter DEPTH = 2**8 
) (
    input clk,
    input rst,
    input [ADDR_WIDTH-1:0] Address,
    input wr_rd,
    input [ADDR_WIDTH-1:0] DIn,
    output reg [ADDR_WIDTH-1:0] DOut
);
reg [ADDR_WIDTH-1:0] mem [0:DEPTH-1];
reg hit;
always @(posedge clk or posedge rst) begin
    if (rst) begin
        integer i;
        for (i = 0; i < DEPTH; i = i + 1) begin
            mem[i] <= 0;                             
        end
        DOut <= 0;                                   
    end else begin
        if (wr_rd) begin
            mem[Address] <= DIn;
        end else begin
            DOut <= mem[Address];
        end
    end
end
always @ (posedge clk or posedge rst) begin
    if (rst) begin
        hit <= 0;     
    end 
end
endmodule
==> flow/run.sh <==
#!/bin/bash
# OpenROAD 26Q1-2900-gdf79404cd8, Yosys 0.63+post, stock flow scripts
make -C /OpenROAD-flow-scripts/flow DESIGN_CONFIG=/design/flow/config.mk WORK_HOME=/design/flow/orfs finish
==> flow/config.mk <==
export PLATFORM = sky130hd
export DESIGN_NAME = cache_sram
export DESIGN_NICKNAME = cache_sram
export VERILOG_FILES = /design/flow/design.v
export SDC_FILE = /design/flow/constraint.sdc
export NUM_CORES = 4
export LEC_CHECK = 1
export CORE_UTILIZATION = 40
==> flow/constraint.sdc <==
current_design cache_sram

set clk_period 2.3
set clk_io_pct 0.2

create_clock -name clk0 -period $clk_period [get_ports {clk}]

set non_clock_inputs [all_inputs -no_clocks]
set_input_delay [expr $clk_period * $clk_io_pct] -clock clk0 $non_clock_inputs
set_output_delay [expr $clk_period * $clk_io_pct] -clock clk0 [all_outputs]
==> flow_metrics.tcl <==
# flow metrics
set metrics [dict create \
    max_freq_ghz 0.2983 \
    grt_antenna_before_repair 106 \
    vias 83480 \
    clockRootBuffer "clkbuf_16" \
    synthDistinctLibCells 48 \
    grt_usage_pct 60.63 \
    violations "setup timing" \
    io_pins 27 \
    place.port_buffers 26 \
    rows 174 \
    async_flop_share_pct 100.0 \
    ff_type "dfrtp_1" \
    cp_max_fo 18 \
    ys_warn_count 2 \
    syn_avg_cell_area_um2 13.32 \
    wl_per_cell_um 55.14 \
    area_leaders "dfrtp_1, mux2_2, a22oi_1" \
    h-tree-depth 4 \
    core-area_um2 224700 \
    drive_gt1_share_pct 55.44 \
    synth-edff-count 0 \
    dieWidth_um 477.4 \
    hpwlAfterDp_um 498800 \
    drtIter0Drc 9810 \
    clk_latency_ps 920 \
    slew_headroom_pct 10.04 \
    max-cap-violations 0 \
    finalWorstSetupSlack_ps -1052 \
    ys_seq_share_pct 56.92 \
    tightest_slew_ps 1349 \
    syn_area_um2 90390 \
    dr.pass1.iters 10 \
    grt_max_degree 86 \
    ys_cells 6785 \
    remaining_drc_errors 0 \
    period_used_pct 145.7 \
    avgViaCountPerCell 6.981 \
    warnings 30 \
    cts.path.max_buffers 3 \
    utilization_pct 55.59 \
    fp-utilization_pct 40.23 \
    hold_viol 0 \
    ant_nets 0 \
    cts-buffers-inserted 224 \
    cts_tree "built" \
    leakage_nw 60.51 \
    grt_pass1_wl_um 843100 \
    period_minus_slack_ps 3352 \
    finalWirelength_um 659500 \
    rsz0062_at_grt "true" \
    slew_violations 0 \
    required_ps 3110 \
    outcome "finished with violations" \
    skew_ps 50.58 \
    fillCellCount 17746 \
    top_area_share_pct 56.92 \
    irDropWorstVdd_mv 0.6830 \
    die_h_um 477.4 \
    path_clk_slew_ps 60 \
    postCtsHoldBufs 0 \
    grt_pass1_vias 81486 \
    hp-class "in2async" \
    synth_top_cell_by_area "dfrtp_1" \
    pre_cts_ws_ps -2695 \
    final-setup-viol-count 50 \
    gp_congestion 1.269 \
    end_kind "flop" \
    cts_sinks 2056 \
    power_density_nw_per_um2 675.0 \
    crit_type "in2reg" \
    overflow 0 \
    ys_ff 2056 \
    ys_chip_area_um2 90390 \
    synthToLayoutAreaGrowth_pct 38.16 \
    worstPathArrival_ps 4170 \
    die_area_um2 227900 \
    cp-start-kind "primary input" \
    syn_inst 6785 \
]
==> stage by stage <==
| step | std cells | area [µm²] | hold slack (ps) | TNS (ps) | total power [mW] |
|---|---|---|---|---|---|
| after floorplan | 6785 | 90400 | 470.6 | - | 42.16 |
| after global placement | 11341 | 113700 | 484.0 | -1904500 | 45.95 |
| after detailed placement | 11342 | 113800 | 490.3 | -1835100 | 46.09 |
| after CTS | 11820 | 123800 | 1.513 | -3596 | 83.75 |
| after global routing | 11883 | 124700 | 22.27 | -4141 | 85.64 |
| final | 11959 | 124900 | 13.07 | -7048 | 84.30 |
==> Yosys cell counts (all sizes together), types with 14 or more instances <==
cell type and instances:
dfrtp 2056, mux2 2048, a22oi 621, clkbuf 387, nand2 378, nor2 214, o22ai 152, a32oi 145
buf 122, a22o 100, a21oi 91, nand3 71, nand4 69, nor4 63, a221oi 51, nor3 38
a222oi 29, or4 18, o21ai 16, o211ai 14
==> critical path: stages <==
cell and delay (ps):
buf_2 100, buf_12 160, buf_4 170, nand4bb_1 220, buf_12 230, buf_4 140
nor2_1 140, buf_4 200, a22oi_1 210, nand4_1 650, nor3_4 580, nand4_1 270
nor3_2 350, buf_4 180, a21oi_1 60
==> area by class of cell <==
cell class / instances / area, µm² / share of cell area (%)
Antenna cell: 119 / 297.8 / 0.2384
Clock buffer: 328 / 6570 / 5.261
Clock inverter: 85 / 1100 / 0.8806
Inverter: 2 / 11.26 / 0.009017
Multi-Input combinational cell: 4218 / 39060 / 31.27
Sequential cell: 2056 / 51470 / 41.21
Tap cell: 2992 / 3744 / 2.998
Timing Repair Buffer: 2159 / 22640 / 18.13
==> cell families after synthesis <==
family	Yosys count	share of synthesized area, %
flip-flops	2056	56.92
AND/OR/NAND/NOR	920	4.890
AND-OR/OR-AND	1249	10.40
multiplexers	2049	25.52
buffers and inverters	511	2.267
==> flip-flops by register name, indices dropped and copies added (netlist names) <==
signal	cells
DOut	8
mem	2048
==> cell usage in the layout (no fill, tap or decap), drive strengths merged, types with 7 or more instances in the layout <==
master	instances
nand4	69
nor4b	9
bufinv	19
clkbuf	328
nor3	38
nand3	71
o211ai	14
a22o	100
dfrtp	2056
mux2	2048
nor4	63
a32oi	145
and4b	8
a32o	11
clkinv	56
a21oi	91
buf	2147
nand4b	10
a222oi	29
or4	18
dlygate4sd2	7
o22ai	152
nand2	378
o21ai	16
nor2	214
nor4bb	12
a22oi	621
nand4bb	10
or4b	8
diode	119
a221oi	51
==> repair_timing <==
action | in CTS | in global routing
pin swaps | 77 | 53
gates cloned | 4 | 0
resized | 386 | 144
endpoints found under the hold margin | 0 | 0
setup endpoints to repair | 862 | 140
setup buffers | 65 | 22
==> worst paths after layout <==
check,start,endpoint,slack (ps),cells after the start
min in group clk0,DIn[1],mem[143][1]$_DFFE_PP0P_,40,2
max,Address[3],DOut[2]$_DFFE_PP0N_,-1050,15
min,rst,mem[150][7]$_DFFE_PP0P_,10,3
min reg2reg,mem[37][4]$_DFFE_PP0P_,mem[37][4]$_DFFE_PP0P_,510,1
max in group asynchronous,rst,mem[199][1]$_DFFE_PP0P_,1090,5
max reg2reg,mem[198][0]$_DFFE_PP0P_,DOut[0]$_DFFE_PP0N_,-990,8
==> metal layers <==
layer	up-vias	global-route usage [%]	part of all wire [%]	wire length, µm
met1	42386	62.72	30	199700
met5	-	28.47	1.1	7368
met3	2988	49.61	19	127000
met2	8117	72.82	37	245200
met4	138	54.54	12	80210
li1	29851	-	-	-
==> power breakdown <==
| group | leakage (nW) | internal [mW] | switching [mW] |
|---|---|---|---|
| Sequential | 28.3 | 37.9 | 1.52 |
| Combinational | 28.4 | 2.56 | 4.22 |
| Clock | 3.78 | 21.9 | 16.2 |
| Total | 60.5 | 62.3 | 22.0 |
Power and IR drop assume default switching activity.
