==> ./design.v <==
`timescale 1ns / 1ps
module CPU_gen (
    input clk,
    input rst,
    input trig,
    output reg [15:0] Address,
    output reg wr_rd,
    output reg cs,
    output reg [7:0] DOut
);
    reg [24:0] patOut;
    reg [2:0] patCtrl = 3'b111;
    reg updPat;
    reg [2:0] st1 = 3'b000;
    reg [2:0] st1N;
    reg rReg1, rReg2;
    wire trig_r;
    always @(posedge clk or posedge rst) begin
        if (rst) begin
            st1 <= 3'b000;
        end else begin
            st1 <= st1N;
        end
    end
    always @(*) begin
        case (st1)
            3'b000: st1N = (trig_r) ? 3'b001 : 3'b000;
            3'b001: st1N = 3'b010;
            3'b010: st1N = 3'b011;
            3'b011: st1N = 3'b100;
            3'b100: st1N = 3'b101;
            3'b101: st1N = 3'b000;
            default: st1N = 3'b000;
        endcase
    end
    always @(*) begin
        case (st1)
            3'b000: begin
                updPat = 1'b0;
                cs = 1'b0;
            end
            3'b001: begin
                updPat = 1'b1;
                cs = 1'b0;
            end
            3'b010, 3'b011, 3'b100, 3'b101: begin
                updPat = 1'b0;
                cs = 1'b1;
            end
            default: begin
                updPat = 1'b0;
                cs = 1'b0;
            end
        endcase
    end
    always @(posedge clk or posedge rst) begin
        if (rst) begin
            patCtrl <= 3'b111;
        end else if (updPat) begin
            patCtrl <= patCtrl + 3'b001;
        end
    end
    always @(*) begin
        case (patCtrl)
            3'b000: patOut = 25'b0001000100000000101010101;
            3'b001: patOut = 25'b0001000100000010101110111;
            3'b010: patOut = 25'b0001000100000000000000000;
            3'b011: patOut = 25'b0001000100000010000000000;
            3'b100: patOut = 25'b0011001101000110000000000;
            3'b101: patOut = 25'b0100010001000100000000000;
            3'b110: patOut = 25'b0101010100000100110011001;
            default: patOut = 25'b0110011000000110000000000;
        endcase
    end
    always @(posedge clk) begin
        rReg1 <= trig;
    end
    always @(posedge clk) begin
        rReg2 <= rReg1;
    end
    assign trig_r = rReg1 & ~rReg2;  
    always @(*) begin
        Address = patOut[24:9];
        DOut = patOut[8:1];
        wr_rd = patOut[0];
    end
endmodule
==> ./run.sh <==
#!/bin/bash
# OpenROAD 26Q1-2900-gdf79404cd8, Yosys 0.63+post, stock flow scripts
make -C /OpenROAD-flow-scripts/flow DESIGN_CONFIG=/design/flow/config.mk WORK_HOME=/design/flow/orfs finish
==> ./config.mk <==
export PLATFORM = sky130hd
export DESIGN_NAME = CPU_gen
export DESIGN_NICKNAME = CPU_gen
export VERILOG_FILES = /design/flow/design.v
export SDC_FILE = /design/flow/constraint.sdc
export NUM_CORES = 4
export LEC_CHECK = 1
export CORE_AREA = 10 10 70 70
export DIE_AREA = 0 0 80 80
==> ./constraint.sdc <==
current_design CPU_gen

set clk_period 2.3
set clk_io_pct 0.2

create_clock -name clk0 -period $clk_period [get_ports {clk}]

set non_clock_inputs [all_inputs -no_clocks]
set_input_delay [expr $clk_period * $clk_io_pct] -clock clk0 $non_clock_inputs
set_output_delay [expr $clk_period * $clk_io_pct] -clock clk0 [all_outputs]
==> flow_summary.ini <==
; physical design summary
[synthesis]
ys_seq_elements = 8
ys_area_sq_um = 661.9
synth_cell_types = 30
ys_cells = 74
yosys_warnings = 1
syn_area_sq_um = 661.9
flop_cell = dfstp_2
syn_avg_cell_area_sq_um = 8.944
postSynthSeqShare_pct = 29.30
async_flop_share_pct = 75.00
synth-edff-count = 0
syn_inst = 74

[timing]
period_minus_slack_ns = 2.437
finClkSkew_ns = 0.003698
maxSlewViolCount = 0
setup_viol = 2
max_freq_mhz = 410.3
period_used_pct = 106.0
setup_slack_ns = -0.1371
hold_violations = 0
rsz0062_at_grt = yes
holdWs_ns = 0.3471

[setup_path]
crit_path_end_kind = output port
cp.required_ns = 1.84
reg2reg_slack_ns = 0.80
slowest_delay_ns = 0.56
cp-start-kind = flip-flop
crit_family = flip-flops
reg2reg_depth = 5
crit_fanout = 3
path_cells = inv_4, ha_4, or4_4, buf_6, o221ai_4, buf_2
rr_endpoint = patCtrl[2]
path_class = flip-flop to output port
path_buffers = 3
cp_slowest_cell = dfstp_2
reg2reg_from = patCtrl[1]
arrival_ns = 1.98

[route]
dr.pass1.iters = 3
diodes = 0
wl_met2_um = 847
postRouteAntennaNets = 0
highest_layer = met3
wl_met3_um = 118
wl_per_cell_um = 10.72
routed_wl_mm = 1.587
wl_met1_um = 621
viasPerCell = 3.730
drt_iter0_drc = 46
drc = 0
num_vias = 552

[clocking]
clk_pin_slew_ns = 0.06
cts_tree = built
clockBufferDepth = 2
cts.htree.levels = 1
root_buffer = clkbuf_4
clk_latency_ns = 0.26
cts_buffers = 3
cts_sinks = 8

[power]
clock_power_share_pct = 7.0
p_per_area_mw_per_mm2 = 1603
switching_share_pct = 36.26
power_switching_uw = 601.3
vdd_drop_max_mv = 0.7320
seqPwrFrac_pct = 19.8
combPwrFrac_pct = 73.2
p_leak_nw = 0.4759
internal_power_mw = 1.057

[global_route]
grt_pass1_wl_mm = 2.463
antenna_found_initial = 0
grt_usage_pct = 4.658
grt_max_degree = 13
grt-ovfl-total = 0
grt_pass1_vias = 546

[die]
row_count = 21
die_h_um = 80
fp_util_pct = 19.38
ios = 29
fp.coreArea_sq_mm = 0.003416
chip_area_sq_mm = 0.006400
die_width_um = 80

[hold_path]
hold_path_depth = 0
min_path_type = flip-flop to flip-flop
min-delay-start = rReg1
hold-path-endpoint = rReg2

[final_layout]
drive_gt1_share_pct = 45.10
syn_to_final_growth_pct = 56.33
fin_cells = 148

[placement]
dpl.cell_count = 139
numPortBuffers = 21
place.gp.congestion = 0.8219
dp_hpwl_mm = 1.216

[run]
drv_cap = 0
tool_warnings = 31

[status]
violations = setup timing
outcome = complete, but fails checks
[area by class of cell]
class / count / area [sq um]
fill: 368 / 2381
timing repair buffer: 36 / 305.3
clock buffer: 4 / 26.28
multi-input combinational: 48 / 424.2
tap: 46 / 57.56
sequential: 8 / 193.9
inverter: 6 / 27.53
[synthesized netlist by cell type (all sizes together) (3+ instances only)]
cell / number / area [sq um]
dfrtp: 3 / 75.07
a21oi: 3 / 15.01
nor2: 7 / 26.28
dfstp: 3 / 78.83
ha: 5 / 62.56
xnor2: 3 / 26.28
buf: 17 / 122.6
nand2: 3 / 11.26
inv: 6 / 22.52
[cells by family after synthesis]
logic type	count (synthesis)	share of synthesized area [%]
adder cells (fa/ha/maj)	5	9.452
AND-OR/OR-AND	10	12.66
other	1	0.5666
XOR/XNOR	4	5.294
flip-flops	8	29.30
multiplexers	1	1.701
buffers and inverters	24	22.68
AND/OR/NAND/NOR	21	18.34
[worst max-delay path by stage]
stage / start / to / depth (start not counted)
after CTS: patCtrl[1] / Address[13] / 6
after global routing: patCtrl[1] / Address[13] / 6
final: patCtrl[1] / Address[9] / 6
[per-layer routing]
layer | GRT usage [%] | vias up
li1 | - | 282
met1 | 5.135 | 256
met2 | 8.347 | 14
met3 | 2.045 | 0
met4 | 0.3521 | 0
met5 | 0 | -
[worst reg2reg max path: stages, from the launching register on]
cell	delay, ns
dfstp_2	0.56
buf_4	0.14
ha_1	0.17
buf_4	0.13
nor4bb_1	0.27
xnor2_1	0.16
[repair_timing]
action                     in CTS  in global routing
setup endpoints to repair      16                 10
setup buffers                   3                  2
gates resized                  38                 13
hold buffers                    0                  0
pin swaps                       8                  8
[metrics by stage]
step | TNS (ns) | util, % | instance area, sq um | power [mW] | setup slack, ns
global placement | -0.8084 | 26.34 | 899.6 | 1.409 | -0.1804
finish | -0.2740 | 30.29 | 1035 | 1.658 | -0.1371
floorplan | 0 | - | 684.4 | 0.8704 | 0.1462
detailed placement | -1.019 | 26.34 | 899.6 | 1.428 | -0.2188
global route | -0.8048 | 30.29 | 1035 | 1.821 | -0.2223
CTS | -0.7379 | 28.94 | 988.4 | 1.586 | -0.1534
[flip-flops by register name, summed over array words and instances, names as in the netlist]
| name | cells |
|---|---|
| rReg2 | 1 |
| patCtrl | 3 |
| rReg1 | 1 |
| st1 | 3 |
[power groups by stage]
stage / Clock [mW] / Combinational [mW] / Sequential [mW]
finish: 0.116 / 1.21 / 0.329
global route: 0.134 / 1.35 / 0.340
CTS: 0.120 / 1.15 / 0.314
[cell usage in the layout, fill, tap and decap left out, types with 2 or more instances in the layout]
master / n
clkdlybuf4s50_1: 7
a21oi_1: 2
buf_4: 11
xnor2_1: 3
nor2_2: 2
o32a_1: 2
dfstp_2: 3
buf_2: 3
ha_4: 3
or2_4: 2
inv_1: 4
inv_4: 2
clkbuf_4: 3
nor2_1: 5
dfxtp_1: 2
nand2_1: 3
conb_1: 7
dfrtp_1: 3
dlymetal6s2s_1: 2
dlygate4sd2_1: 6
clkbuf_2: 3
buf_6: 4
Power is estimated from default activity; no workload was simulated.
